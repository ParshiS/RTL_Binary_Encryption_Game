==> flow/design.v <==
module GameControl(clk, rst, User_Key, RNG_Load, Player_Load, Game_Control, Authorization_Success, Level_Select,WatchDog_TimeOut, WatchDog_Enable, Timer_TimeOut, 
Clear_Score_Level2, Clear_Score_Level3, RNG_Load_Final,RNG2_Load_Final, Player_Load_Final, Timer_Load, Timer_Enable, Timer_Tens_Digit, Timer_Units_Digit, Digit_FirstRound, LogOut, Game_Level, ScoreTens_Level2, ScoreUnits_Level2, ScoreTens_Level3, ScoreUnits_Level3, Winner_Index, Winner_Level2_Tens, Winner_Level2_Units, Winner_Level3_Tens, Winner_Level3_Units, Level3_Count );
	input clk, rst;
	input RNG_Load, Player_Load, Game_Control, Authorization_Success, WatchDog_TimeOut, Timer_TimeOut;
	input [1:0] Level_Select;
	input [3:0] ScoreTens_Level2, ScoreUnits_Level2, ScoreTens_Level3, ScoreUnits_Level3;
	input [4:0] User_Key;
	output Level3_Count, WatchDog_Enable, Clear_Score_Level2, Clear_Score_Level3, RNG_Load_Final, RNG2_Load_Final, Player_Load_Final, Timer_Load, Timer_Enable, LogOut;
	output [3:0] Timer_Tens_Digit, Timer_Units_Digit, Digit_FirstRound, Winner_Index, Winner_Level2_Tens, Winner_Level2_Units, Winner_Level3_Tens, Winner_Level3_Units;
	output [2:0] Game_Level;
	reg WatchDog_Enable, Clear_Score_Level2, Clear_Score_Level3, RNG_Load_Final, RNG2_Load_Final, Player_Load_Final, Game_Control_Final, Timer_Load, Timer_Enable, LogOut;
	reg [3:0] Timer_Tens_Digit, Timer_Units_Digit, Digit_FirstRound, Winner_Index, Winner_Level2_Tens, Winner_Level2_Units, Winner_Level3_Tens, Winner_Level3_Units;
	reg Level3_Count;
	reg [2:0] Game_Level;
	reg [18:0] RAM [4:0];
	reg [7:0] Total_Score[4:0];
	wire[3:0] ActualID;
	assign ActualID=User_Key/4;
	parameter WAIT_FOR_ACCESS_GRANT = 0, CHOOSE_LEVEL = 1, LEVEL1 = 2, LEVEL2_TIMER_CONFIG = 3, 
	LEVEL2_LOAD_TIMER = 4, LEVEL2_GAME_START = 5, LEVEL2_GAME_GOING_ON = 6, LEVEL2_OVER = 7, 
	LEVEL3_TIMER_CONFIG = 8, LEVEL3_LOAD_TIMER = 9, LEVEL3_GAME_START = 10, LEVEL3_GAME_GOING_ON = 11, 
	LEVEL3_COUNT = 12, LEVEL3_WAIT = 13, GAME_OVER = 14, CHECK_LEVEL_TRANSITION = 15, PAUSE = 16, RESUME = 17, 
	LOGOUT = 18, WAIT_FOR_PASSWORD_ENTER = 19, HIGH_SCORE = 20, GAME_INTERRUPT = 21;
	reg[4:0] state;
	always @(posedge clk)
	  begin
	    if(rst == 0)
	      begin
		RNG_Load_Final <= 1;
		RNG2_Load_Final <= 1;
		Player_Load_Final <= 0;
		Timer_Load <= 0;
		Timer_Enable <= 0;
		LogOut <= 0;
		WatchDog_Enable <= 0;
		Digit_FirstRound <= 0;
		Game_Level <= 0;
		Clear_Score_Level2 <= 0;
	        Clear_Score_Level3 <= 0;
		state <= WAIT_FOR_ACCESS_GRANT;
		Timer_Tens_Digit <= 0;
		Timer_Units_Digit <= 0;
		Winner_Index <= 0;
		Winner_Level2_Units <= 0;
		Winner_Level2_Tens <= 0;
		Winner_Level3_Units <= 0;
		Winner_Level3_Tens <= 0;
		Level3_Count <= 0;
		RAM[4]<= 0;
		RAM[3]<= 0;
		RAM[2]<= 0;
		RAM[1]<= 0;
		RAM[0]<= 0;
	      end
	    else
	      begin
		case(state)
		  WAIT_FOR_ACCESS_GRANT:
		     begin
			if(Authorization_Success == 1)
			  begin
			    state <= CHOOSE_LEVEL;
			  end
			else
			  begin
			    state <= WAIT_FOR_ACCESS_GRANT;
			  end
		     end
		  CHOOSE_LEVEL:
		     begin
		       Game_Level <= 0;
				 Clear_Score_Level3 <= 1;
		       if(Game_Control == 1)
		 	 begin
			   if(Level_Select == 0)
			     begin
			       state <= HIGH_SCORE;
			     end
			   else if(Level_Select == 1)
			     begin
			       state <= LEVEL1;
			     end
			   else if(Level_Select == 2)
			     begin
			       if(RAM[ActualID][18]== 1)
			         begin
			    	  state <= LEVEL2_TIMER_CONFIG;
			         end
			       else
			         begin
			    	  state <= LEVEL1;
			         end
			     end
			   else if(Level_Select == 3)
			     begin
			       if(RAM[ActualID][17]== 1)
			         begin
			    	  state <= LEVEL3_TIMER_CONFIG;
			         end
			       else if(RAM[ActualID][18]== 1)
			         begin
			    	  state <= LEVEL2_TIMER_CONFIG;
			         end
			       else
			         begin
			    	  state <= LEVEL1;
			         end
			     end
			   else
			     begin
			       state <= LEVEL1;
			     end
		 	 end
		       else
		 	 begin
			   state <= CHOOSE_LEVEL;
		 	 end
		     end
		  LEVEL1:
		     begin
			Game_Level <= 1;
		        RNG_Load_Final <= 1;
		        RNG2_Load_Final <= 1;
			Player_Load_Final <= 0;
			WatchDog_Enable <= 1;
			if(Game_Control == 1)
			  begin
			    WatchDog_Enable <= 0;
			    state <= GAME_INTERRUPT;
			  end
			else
			  begin
			    if(Player_Load == 1)
			      begin
				if(Digit_FirstRound >= 9)
				  begin
				    RAM[ActualID][18] <= 1;
				    Digit_FirstRound <= 0;
				  end
				else
				  begin
				    Digit_FirstRound <= Digit_FirstRound + 1;
				  end
			      end
			    else
			      begin
				Digit_FirstRound <= Digit_FirstRound;
			      end
			    state <= LEVEL1;
			  end
		     end
		  LEVEL2_TIMER_CONFIG:
		     begin
			Game_Level <= 2;
			Timer_Enable <= 0;
			Timer_Tens_Digit <= 9;
			Timer_Units_Digit <= 0;
			state <= LEVEL2_LOAD_TIMER;
		     end
		  LEVEL2_LOAD_TIMER:
		     begin
			  Clear_Score_Level2 <=1;
			Game_Level <= 2;
			Timer_Enable <= 0;
			Timer_Load <= 1;
			state <= LEVEL2_GAME_START;
		     end
		  LEVEL2_GAME_START:
		     begin
			Clear_Score_Level2 <=0;
			Game_Level <= 2;
			Timer_Load <= 0;
			Timer_Enable <= 0;
			if(Game_Control == 1)
			  begin
			    state <= LEVEL2_GAME_GOING_ON;
			  end
			else
			  begin
			    state <= LEVEL2_GAME_START;
			  end
		     end
		  LEVEL2_GAME_GOING_ON:
		     begin
			Game_Level <= 2;
			Timer_Enable <= 1;
			WatchDog_Enable <= 1;
			if(Game_Control == 1)
			  begin
			    WatchDog_Enable <= 0;
			    state <= GAME_INTERRUPT;
			  end
			else
			  begin
			    if(Timer_TimeOut == 1)
			      begin
				Timer_Enable <= 0;
				RNG_Load_Final <= 1;
				RNG2_Load_Final <= 1;
				Player_Load_Final <= 0;
				state <= LEVEL2_OVER;
			      end
			    else
			      begin
				RNG_Load_Final <= RNG_Load;
				RNG2_Load_Final <= 1;
				Player_Load_Final <= Player_Load;
				state <= LEVEL2_GAME_GOING_ON;
			      end   
			  end
		     end
		  LEVEL2_OVER:
		     begin
			Game_Level <= 2;
			Timer_Load <= 0;
			Timer_Enable <= 0;
			RNG_Load_Final <= 1;
			RNG2_Load_Final <= 1;
			Player_Load_Final <= 0;
			RAM[ActualID][17] <= 1;
			RAM[ActualID][12:9]<= ScoreUnits_Level2;
			RAM[ActualID][16:13]<= ScoreTens_Level2;
			if(Game_Control == 1)
			  begin
			    state <= LEVEL3_TIMER_CONFIG;
			  end
			else
			  begin
			    state <= LEVEL2_OVER;
			  end
		     end
		  LEVEL3_TIMER_CONFIG:
		     begin
			Game_Level <= 3;
			Clear_Score_Level2 <= 1;
			Timer_Enable <= 0;
			Timer_Tens_Digit <= 6;
			Timer_Units_Digit <= 0;
			state <= LEVEL3_LOAD_TIMER;
		     end
		  LEVEL3_LOAD_TIMER:
		     begin
			  Clear_Score_Level3 <=1;
			Game_Level <= 3;
			Timer_Enable <= 0;
			Timer_Load <= 1;
			state <= LEVEL3_GAME_START;
		     end
		  LEVEL3_GAME_START:
		     begin
			  Clear_Score_Level3 <=0;
			Game_Level <= 3;
			Timer_Load <= 0;
			Timer_Enable <= 0;
			if(Game_Control == 1)
			  begin
			    state <= LEVEL3_GAME_GOING_ON;
			  end
			else
			  begin
			    state <= LEVEL3_GAME_START;
			  end
		     end
		  LEVEL3_GAME_GOING_ON:
		     begin
			Game_Level <= 3;
			Timer_Enable <= 1;
			if(Game_Control == 1)
			  begin
			    WatchDog_Enable <= 0;
			    state <= GAME_INTERRUPT;
			  end
			else
			  begin
			    if(Timer_TimeOut == 1)
			      begin
				Timer_Enable <= 0;
				RNG_Load_Final <= 1;
				RNG2_Load_Final <= 1;
				Player_Load_Final <= 0;
				state <= GAME_OVER;
			      end
			    else
			      begin
				if(RNG_Load == 0)
				  begin
				  		case(Level3_Count)
				      0: begin RNG_Load_Final <= RNG_Load; RNG2_Load_Final <= 1;  end
				      1: begin RNG_Load_Final <= 1; RNG2_Load_Final <= RNG_Load;  end
				      default: begin RNG_Load_Final <= 1; RNG2_Load_Final <= 1;  end
				    endcase
				    state <= LEVEL3_COUNT;
				  end
				else
				  begin
				    RNG_Load_Final <= 1; 
				    RNG2_Load_Final <= 1;
				    state <= LEVEL3_GAME_GOING_ON;
				  end
				Player_Load_Final <= Player_Load;
			      end   
			  end
		     end
		  LEVEL3_COUNT:
		     begin
			Game_Level <= 3;
			Level3_Count <= ~ Level3_Count;
			state <= LEVEL3_WAIT;
		     end
		  LEVEL3_WAIT:
		     begin
			Game_Level <= 3;
			if(RNG_Load == 1)
			  begin
			    state <= LEVEL3_GAME_GOING_ON;
			  end
			else
			  begin
			    state <= LEVEL3_WAIT;
			  end
		     end
		  GAME_OVER:
		     begin
			Game_Level <= 3;
			Timer_Load <= 0;
			Timer_Enable <= 0;
			RNG_Load_Final <= 1;
			Player_Load_Final <= 0;
			RAM[ActualID][8] <= 1;
			RAM[ActualID][3:0]<= ScoreUnits_Level3;
			RAM[ActualID][7:4]<= ScoreTens_Level3;
			if(Game_Control == 1)
			  begin			    
			    state <= CHOOSE_LEVEL;
			  end
			else
			  begin
			    state <= GAME_OVER;
			  end
		     end
		  LOGOUT:
		     begin
			Timer_Enable <= 0;
			RNG_Load_Final <= 1;
			Player_Load_Final <= 0;
			Timer_Tens_Digit <= 6;
			Timer_Units_Digit <= 0;
			Timer_Load <= 1;
			LogOut <= 1;
		   Clear_Score_Level2 <= 1;
	      Clear_Score_Level3 <= 1;
			state <= WAIT_FOR_PASSWORD_ENTER;
		     end
		  WAIT_FOR_PASSWORD_ENTER:
		     begin
			Timer_Load <= 0;
			Timer_Enable <= 0;
			RNG_Load_Final <= 1;
			Player_Load_Final <= 0;
			LogOut <= 0;
			Clear_Score_Level2 <= 0;
			Clear_Score_Level3 <= 0;
			state <= WAIT_FOR_ACCESS_GRANT;
		     end
		  CHECK_LEVEL_TRANSITION:
		     begin
		       Timer_Enable <= 0;
		       RNG_Load_Final <= 1;
		       Player_Load_Final <= 0;
		       WatchDog_Enable <= 0;
		       case(Game_Level)	 
			1: 
			  begin
			    if(RAM[ActualID][18]== 1)
			      begin
				state <= LEVEL2_TIMER_CONFIG;
			      end
			    else
			      begin
				state <= LEVEL1;
			      end
			  end
			2: 
			  begin
			    if(RAM[ActualID][17]== 1)
			      begin
				state <= LEVEL3_TIMER_CONFIG;
			      end
			    else
			      begin
				state <= LEVEL2_GAME_GOING_ON;
			      end
			  end
			3: 
			  begin
			    if(RAM[ActualID][8]== 1)
			      begin
				state <= LEVEL1;
			      end
			    else
			      begin
				state <= LEVEL3_GAME_GOING_ON;
			      end
			  end
			default: 
			  begin
			    if(RAM[ActualID][18]== 0)
			      begin
				state <= LEVEL1;
			      end
			    else if(RAM[ActualID][17]== 0) 
			      begin
				state <= LEVEL2_TIMER_CONFIG;
			      end
			    else if(RAM[ActualID][8]== 0) 
			      begin
				state <= LEVEL3_TIMER_CONFIG;
			      end
			    else 
			      begin
				state <= LEVEL1;
			      end
			  end
		       endcase
		     end
		  PAUSE:
		     begin
		       Timer_Enable <= 0;
		       WatchDog_Enable <= 1;
		       RNG2_Load_Final <= 1;
		       RNG_Load_Final <= 1;
		       Player_Load_Final <= 0;
		       if(WatchDog_TimeOut == 1)
			       begin
			    WatchDog_Enable <= 0;
			    state <= RESUME;
			       end
		       else
			  begin
		       if(Game_Control == 1)
			      begin
			        WatchDog_Enable <= 0;
			        state <= LOGOUT;
			      end
		       	    else
			      begin
			        state <= PAUSE;
			      end
			  end
		     end
		  RESUME:
		     begin
		       Timer_Enable <= 0;
		       RNG_Load_Final <= 1;
		       RNG2_Load_Final <= 1;
		       Player_Load_Final <= 0;
		       WatchDog_Enable <= 0;
		       if(Game_Control == 1)
			 begin
		       	   case(Game_Level)
			     1: begin state <= LEVEL1; end
			     2: begin state <= LEVEL2_GAME_GOING_ON; end
			     3: begin state <= LEVEL3_GAME_GOING_ON; end
			     default: begin state <= LEVEL1; end
		       	   endcase
			 end
		       else
			 begin
		       	   state <= RESUME;
			 end
		     end
		  HIGH_SCORE:
		     begin
			Game_Level <= 4;
			Total_Score[4][7:0] <=(RAM[4][7:4]*10 + RAM[4][3:0]) + (RAM[4][16:13]*10 + RAM[4][12:9]);
			Total_Score[3][7:0] <=(RAM[3][7:4]*10 + RAM[3][3:0]) + (RAM[3][16:13]*10 + RAM[3][12:9]);
			Total_Score[2][7:0] <=(RAM[2][7:4]*10 + RAM[2][3:0]) + (RAM[2][16:13]*10 + RAM[2][12:9]);
			Total_Score[1][7:0] <=(RAM[1][7:4]*10 + RAM[1][3:0]) + (RAM[1][16:13]*10 + RAM[1][12:9]);
			Total_Score[0][7:0] <=(RAM[0][7:4]*10 + RAM[0][3:0]) + (RAM[0][16:13]*10 + RAM[0][12:9]);
			if(Total_Score[4][7:0] > Total_Score[3][7:0] && Total_Score[4][7:0] > Total_Score[2][7:0] && Total_Score[4][7:0] > Total_Score[1][7:0] && Total_Score[4][7:0] > Total_Score[0][7:0])
			  begin
			     Winner_Index <= 4;
			     Winner_Level2_Units <= RAM[4][12:9];
			     Winner_Level2_Tens <= RAM[4][16:13];
			     Winner_Level3_Units <= RAM[4][3:0];
			     Winner_Level3_Tens <= RAM[4][7:4];
			  end
			else if(Total_Score[3][7:0] > Total_Score[4] [7:0]&& Total_Score[3][7:0] > Total_Score[2][7:0] && Total_Score[3][7:0] > Total_Score[1][7:0] && Total_Score[3][7:0] > Total_Score[0][7:0])
			  begin
			     Winner_Index <= 3;
			     Winner_Level2_Units <= RAM[3][12:9];
			     Winner_Level2_Tens <= RAM[3][16:13];
			     Winner_Level3_Units <= RAM[3][3:0];
			     Winner_Level3_Tens <= RAM[3][7:4];
			  end
			  else if(Total_Score[2][7:0] > Total_Score[4][7:0] && Total_Score[2][7:0] > Total_Score[3][7:0] && Total_Score[2][7:0] > Total_Score[1][7:0] && Total_Score[2][7:0] > Total_Score[0][7:0])
			  begin
			     Winner_Index <= 2;
			     Winner_Level2_Units <= RAM[2][12:9];
			     Winner_Level2_Tens <= RAM[2][16:13];
			     Winner_Level3_Units <= RAM[2][3:0];
			     Winner_Level3_Tens <= RAM[2][7:4];
			  end
           else if(Total_Score[1][7:0] > Total_Score[4][7:0] && Total_Score[1][7:0] > Total_Score[3][7:0] && Total_Score[1][7:0] > Total_Score[2][7:0] && Total_Score[1][7:0] > Total_Score[0][7:0])
			  begin
			     Winner_Index <= 1;
			     Winner_Level2_Units <= RAM[1][12:9];
			     Winner_Level2_Tens <= RAM[1][16:13];
			     Winner_Level3_Units <= RAM[1][3:0];
			     Winner_Level3_Tens <= RAM[1][7:4];
			  end
          else if(Total_Score[0][7:0] > Total_Score[4][7:0] && Total_Score[0][7:0] > Total_Score[3][7:0] && Total_Score[0][7:0] > Total_Score[2][7:0] && Total_Score[0][7:0] > Total_Score[1][7:0])
			  begin
			     Winner_Index <= 0;
			     Winner_Level2_Units <= RAM[0][12:9];
			     Winner_Level2_Tens <= RAM[0][16:13];
			     Winner_Level3_Units <= RAM[0][3:0];
			     Winner_Level3_Tens <= RAM[0][7:4];
			  end
                       else 
			  begin
			     Winner_Index <= 0;
			     Winner_Level2_Units <= 0;
			     Winner_Level2_Tens <= 0;
			     Winner_Level3_Units <= 0;
			     Winner_Level3_Tens <= 0;
			  end
			if(Game_Control == 1)
			  begin
			     state <= CHOOSE_LEVEL;
			  end
			else
			  begin
			     state <= HIGH_SCORE;
			  end
		     end
		  GAME_INTERRUPT:
		     begin
		       Timer_Enable <= 0;
		       RNG_Load_Final <= 1;
		       RNG2_Load_Final <= 1;
		       Player_Load_Final <= 0;
		       WatchDog_Enable <= 1;
		       if(WatchDog_TimeOut == 1)
			 begin
			   WatchDog_Enable <= 0;
		           state <= CHECK_LEVEL_TRANSITION;
			 end
		       else
			 begin
		           if(Game_Control == 1)
			      begin
				WatchDog_Enable <= 0;
				state <= PAUSE;
			      end
		           else
			      begin
				    state <= GAME_INTERRUPT;
			      end
			 end
		     end
		endcase
	      end
	  end
endmodule
==> flow/run.sh <==
#!/bin/bash
# OpenROAD 26Q1-2900-gdf79404cd8, Yosys 0.63+post, stock flow scripts
make -C /OpenROAD-flow-scripts/flow DESIGN_CONFIG=/design/flow/config.mk WORK_HOME=/design/flow/orfs finish
==> flow/config.mk <==
export PLATFORM = sky130hd
export DESIGN_NAME = GameControl
export DESIGN_NICKNAME = GameControl
export VERILOG_FILES = /design/flow/design.v
export SDC_FILE = /design/flow/constraint.sdc
export NUM_CORES = 4
export LEC_CHECK = 1
export CORE_UTILIZATION = 50
==> flow/constraint.sdc <==
current_design GameControl

set clk_period 4.9
set clk_io_pct 0.2

create_clock -name clk0 -period $clk_period [get_ports {clk}]

set non_clock_inputs [all_inputs -no_clocks]
set_input_delay [expr $clk_period * $clk_io_pct] -clock clk0 $non_clock_inputs
set_output_delay [expr $clk_period * $clk_io_pct] -clock clk0 [all_outputs]
==> impl_metrics.env <==
# physical design summary
export IMPL_status="finished, final reports clean"
export IMPL_cts_tree="built"
export IMPL_synthArstFlopShare_pct=0
export IMPL_wl_per_cell_um=18.91
export IMPL_io_pins=76
export IMPL_crit_family="simple AND/OR/NAND/NOR gates"
export IMPL_cts_resized=0
export IMPL_max_vdd_ir_drop_mv=0.2547
export IMPL_path_cells="clkdlybuf4s50_1 -> nand2b_1 -> nor3_1 -> nand2b_1"
export IMPL_logic_family="adder cells"
export IMPL_critPathLaunchType="input port"
export IMPL_slew_viol_final=0
export IMPL_vias_per_cell=5.391
export IMPL_die_w_um=163.1
export IMPL_setup_tns_final_ns=0
export IMPL_mostFrequentLayoutCells="ha_1, inv_1, edfxtp_1"
export IMPL_skew_ns=0.01860
export IMPL_num_antenna_cells=0
export IMPL_die_area_um2=26590
export IMPL_drive_gt1_share_pct=4.374
export IMPL_powerDensity_nw_per_um2=265.9
export IMPL_grt_use_total_pct=26.05
export IMPL_initCoreUtil_pct=51.22
export IMPL_endpoint_kind="flop"
export IMPL_max_clock_freq_ghz=0.2967
export IMPL_synth_cells=1238
export IMPL_clock_latency_ns=0.44
export IMPL_tool_warnings=29
export IMPL_postCtsSetupRepairBufs=0
export IMPL_muxShareOfSynthArea_pct=0.7041
export IMPL_ant_nets=0
export IMPL_cts_buffers=17
export IMPL_ys_ff=198
export IMPL_rsz0062_at_grt="false"
export IMPL_hpwl_mm=25.11
export IMPL_wirelength_mm=31.32
export IMPL_clk_root_buffer_cell="clkbuf_16"
export IMPL_xor_area_share_pct=3.241
export IMPL_area_growth_syn_to_layout_pct=13.10
export IMPL_critPathKind="input port to flop"
export IMPL_yosysUniqueCellTypes=60
export IMPL_ys_seq_share_pct=39.81
export IMPL_yosys_area_share_simple_pct=14.03
export IMPL_ys_sh_adder_pct=24.59
export IMPL_overflow=0
export IMPL_cp_arrival_ns=3.47
export IMPL_dr_pass1_iters=5
export IMPL_worst_slew_pin_slew_ns=0.9389
export IMPL_worst_r2r_setup_slack_ns=1.56
export IMPL_period_needed_ns=3.370
export IMPL_crit_required_ns=5.00
export IMPL_portBuffers=68
export IMPL_slowest_stage="clkdlybuf4s50_1"
export IMPL_dr_total_vias=8927
export IMPL_antenna_found_initial=1
export IMPL_cp_max_fo=18
export IMPL_cpPeakStageDelay_ns=0.96
export IMPL_yosysCellCount=1238
export IMPL_syn_cell_area_um2=12970
export IMPL_fin_crit_sh_pct=68.78
export IMPL_numClockSinks=198
export IMPL_relSlewSlack_pct=36.93
export IMPL_final_util_pct=57.93
export IMPL_cts_buffer_depth=2
export IMPL_grt_max_degree=44
export IMPL_maxCapViolations=0
export IMPL_dr_first_iter_drc_count=470
export IMPL_num_rows=58
export IMPL_grt_pass1_wl_mm=48.70
export IMPL_hold_viol_final=0
export IMPL_ys_sh_aoi_pct=11.92
export IMPL_core_area_um2=25330
export IMPL_cp_buffers_inverters=1
export IMPL_htree_levels=4
export IMPL_cts_hold_buf=0
export IMPL_yosys_area_um2=12970
export IMPL_synth_edff_count=120
export IMPL_ff_type="edfxtp_1"
export IMPL_drcViolationCount=0
export IMPL_cellLeakagePower_nw=6.498
export IMPL_hp_class="flop to flop"
export IMPL_clk_pin_slew_ns=0.08
export IMPL_crit_top_cell="nand2b_1"
export IMPL_setup_violations=0
export IMPL_avgSynthCellArea_um2=10.48
export IMPL_grt_pass1_vias=8745
export IMPL_die_y_um=163.1
export IMPL_final_common_cell="ha_1"
export IMPL_yosys_warnings=2
export IMPL_gp_congestion=0.9257
==> logic make-up (layout without fill, tap and decap cells) <==
family                   Yosys count  in the layout
XOR/XNOR                          48             48
flip-flops                       198            198
other                              1              5
adder cells (fa/ha/maj)          228            228
AND/OR/NAND/NOR                  342            342
AND-OR/OR-AND                    228            228
multiplexers                       9              9
buffers and inverters            184            268
==> metrics by stage <==
step	cell area, um2	hold slack (ns)	worst slack [ns]	total power [mW]	std cells
floorplan	12990	0.4042	1.763	2.302	1242
global route	14670	0.4813	1.324	4.099	1656
CTS	14670	0.4509	1.541	3.949	1656
global placement	14040	0.4232	1.131	2.469	1624
finish	14670	0.4439	1.530	3.901	1656
detailed placement	14040	0.4292	1.129	2.470	1624
==> Yosys cell counts (3+ instances only) <==
cell type / instances / share of area, %
dfxtp_1: 78 / 12
edfxtp_1: 120 / 28
ha_1: 183 / 18
nand4_1: 9 / 0.43
a32o_1: 9 / 0.69
a22o_1: 7 / 0.47
xnor2_1: 43 / 2.9
buf_4: 8 / 0.46
a31oi_1: 8 / 0.39
nor4b_1: 4 / 0.27
a21oi_1: 68 / 2.6
and3_1: 7 / 0.34
o21bai_1: 6 / 0.35
and2_1: 84 / 4.1
a22oi_1: 15 / 0.87
nor3_1: 25 / 0.96
xor2_1: 5 / 0.34
nor2_1: 88 / 2.5
mux2i_1: 8 / 0.62
nand2b_1: 22 / 1.1
clkbuf_1: 20 / 0.58
inv_1: 149 / 4.3
a21o_1: 33 / 1.9
buf_2: 5 / 0.19
a211oi_1: 9 / 0.52
o211ai_1: 5 / 0.29
nor4_1: 8 / 0.39
nand2_1: 45 / 1.3
o21a_1: 3 / 0.17
fa_1: 45 / 6.9
nor2b_1: 16 / 0.77
o21ai_0: 26 / 1.0
a221oi_1: 14 / 0.95
o31ai_1: 6 / 0.35
nand3_1: 23 / 0.89
==> worst reg2reg max path, cell delays in order (launching register included) <==
cell,delay [ns]
edfxtp_1,0.50
ha_1,0.34
fa_1,0.53
inv_1,0.05
fa_1,0.52
inv_1,0.06
ha_1,0.29
a21o_1,0.18
a21oi_1,0.22
o21bai_1,0.08
a21oi_1,0.18
xnor2_1,0.11
==> cell type report <==
class | count | area, um2
clock buffer | 17 | 425.4
clock inverter | 15 | 201.4
multi-input combinational | 860 | 7088
tap | 330 | 412.9
sequential | 198 | 5165
inverter | 150 | 563.0
fill | 2118 | 10660
timing repair buffer | 86 | 815.8
==> flip-flops by register name (all words and copies together) (netlist names), 2 cells and up <==
name                 count
Digit_FirstRound         4
Game_Level               3
RAM                     98
Timer_Tens_Digit         2
Total_Score             40
Winner_Index             3
Winner_Level2_Tens       4
Winner_Level2_Units      4
Winner_Level3_Tens       4
Winner_Level3_Units      4
state                   22
==> report_power, final <==
part           switching [mW]  total [mW]  internal [mW]  leakage (nW)
clock                   0.715        1.47          0.753         0.308
combinational           0.311       0.567          0.256          4.37
sequential             0.0390        1.87           1.83          1.82
==> routing by layer <==
metal	part of all wire [%]	track usage [%]	routed length, um
met1	44	37.86	13710
met2	48	41.26	14930
met3	5.4	6.441	1705
met4	3.1	6.669	964
met5	0.035	0	11
==> final timing paths <==
kind / startpoint / end / cells past startpoint
hold reg to reg: RAM[5][18] / RAM[5][18] / 1
hold / removal: RAM[5][18] / RAM[5][18] / 1
setup / recovery: User_Key[2] / RAM[1][1] / 4
setup reg to reg: RAM[2][15] / Total_Score[2][7] / 11
Power is estimated from default activity; no workload was simulated.
