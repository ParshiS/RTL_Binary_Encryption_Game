### design.v
module SSD_Router(Level,password_auth, user_id, Password,index, RNG1, RNG2, PlayerTIn, PlayerUIn, FRndOrig, 
FRndEncryp, SRndEncryp, 
SRndOrig,SC_Tens_l2,SC_Units_l2,SC_Tens_l3,SC_Units_l3, NumOut1, NumOut2, NumOut3, NumOut4, NumOut5, NumOut6, 
Encrypt_on1, Encrypt_on2, Encrypt_on3, Encrypt_on4,Encrypt_on5, Encrypt_on6);
	input [2:0] Level;
	input password_auth;
	input [3:0] user_id, Password, RNG1, RNG2, PlayerTIn, PlayerUIn, FRndOrig, FRndEncryp, SRndEncryp, SRndOrig, SC_Tens_l2,SC_Units_l2,SC_Tens_l3,SC_Units_l3,index;
	output [3:0]  NumOut1, NumOut2, NumOut3, NumOut4,NumOut5, NumOut6 ;
	output  Encrypt_on1, Encrypt_on2, Encrypt_on3, Encrypt_on4,Encrypt_on5, Encrypt_on6 ;
	reg [3:0] NumOut1, NumOut2, NumOut3, NumOut4,NumOut5, NumOut6 ;
	reg Encrypt_on1, Encrypt_on2, Encrypt_on3, Encrypt_on4,Encrypt_on5, Encrypt_on6;
	always@(Level, password_auth,user_id, Password,index, RNG1, RNG2, PlayerTIn, PlayerUIn, FRndOrig, FRndEncryp, SRndEncryp, 
	SRndOrig, SC_Tens_l2,SC_Units_l2,SC_Tens_l3,SC_Units_l3)
		begin
		if(password_auth==0)
		begin
		NumOut1=Password; Encrypt_on1 = 0;
		NumOut2=user_id; Encrypt_on2 = 0;
		NumOut3=4'b1111; Encrypt_on3 = 1;
		NumOut4=4'b1111; Encrypt_on4 = 1;
		NumOut5=4'b1111; Encrypt_on5 = 1;
		NumOut6=4'b1111; Encrypt_on6 = 1;
		end
		else
		begin
			case(Level)
				1: begin
					NumOut1=Password; Encrypt_on1 = 0;
					NumOut2=FRndOrig; Encrypt_on2 = 0;
					NumOut3=FRndEncryp; Encrypt_on3 = 1;
					NumOut4=4'b1111; Encrypt_on4 = 1;
					NumOut5=4'b1111; Encrypt_on5 = 1;
					NumOut6=4'b1111; Encrypt_on6 = 1;
				   end
				2: begin
					NumOut1=Password; Encrypt_on1 = 0;
					NumOut2=SRndOrig; Encrypt_on2 = 0;
					NumOut3=SRndEncryp; Encrypt_on3 = 1;
					NumOut4=4'b1111; Encrypt_on4 = 1;	
                 	NumOut5=SC_Tens_l2; Encrypt_on5 = 0;
					NumOut6=SC_Units_l2; Encrypt_on6 = 0;				
				   end
				3: begin
					NumOut1=RNG1; Encrypt_on1 = 1;
					NumOut2=RNG2; Encrypt_on2 = 1;
					NumOut3=PlayerTIn; Encrypt_on3 = 1;
					NumOut4=PlayerUIn; Encrypt_on4 = 1;		
					NumOut5=SC_Tens_l3; Encrypt_on5 = 0;
					NumOut6=SC_Units_l3; Encrypt_on6 = 0;
					end
				4:begin
					NumOut1=4'b1111; Encrypt_on1 = 1;
					NumOut2=index; Encrypt_on2 = 0;
					NumOut3=SC_Tens_l2; Encrypt_on3 = 0;
					NumOut4=SC_Units_l2; Encrypt_on4 = 0;		
					NumOut5=SC_Tens_l3; Encrypt_on5 = 0;
					NumOut6=SC_Units_l3; Encrypt_on6 = 0;				
				   end
				default: begin
					NumOut1=Password; Encrypt_on1 = 0;
					NumOut2=4'b1111; Encrypt_on2 = 1;
					NumOut3=4'b1111; Encrypt_on3 = 1;
					NumOut4=4'b1111; Encrypt_on4 = 1;	
					NumOut5=4'b1111; Encrypt_on5 = 1;
					NumOut6=4'b1111; Encrypt_on6 = 1;					
				   	 end
			endcase
		end
	end
endmodule
### run.sh
#!/bin/bash
# OpenROAD 26Q1-2900-gdf79404cd8, Yosys 0.63+post, stock flow scripts
make -C /OpenROAD-flow-scripts/flow DESIGN_CONFIG=/design/flow/config.mk WORK_HOME=/design/flow/orfs finish
### config.mk
export PLATFORM = sky130hd
export DESIGN_NAME = SSD_Router
export DESIGN_NICKNAME = SSD_Router
export VERILOG_FILES = /design/flow/design.v
export SDC_FILE = /design/flow/constraint.sdc
export NUM_CORES = 4
export LEC_CHECK = 1
export CORE_AREA = 10 10 70 70
export DIE_AREA = 0 0 80 80
### constraint.sdc
current_design SSD_Router

set clk_period 6.0
set clk_io_pct 0.2

create_clock -name clk0 -period $clk_period

set non_clock_inputs [all_inputs -no_clocks]
set_input_delay [expr $clk_period * $clk_io_pct] -clock clk0 $non_clock_inputs
set_output_delay [expr $clk_period * $clk_io_pct] -clock clk0 [all_outputs]
==> impl_report.txt <==
==== FLOW RESULTS ====
----------------------------------------------------
[Status]
  Run status ........................ finished clean

[CTS]
  Count of hold-fix buffers inserted at cts ........................ 0
  Postcts setup bufs ........................ 0
  Post-cts repair resize count ........................ 0

[Synthesis]
  Post-Synthesis Cells ........................ around 120
  Yosys synthesis chip area ........................ 735.7 um^2
  Cell Area, Synth ........................ approximately 740 um^2
  Synth Area in Simple Gates ........................ 0.3299
  Parity-gate share of the synthesized area counting xor and xnor cells ........................ 0.01190
  Combinational family with the most area after synthesis ........................ AND-OR/OR-AND gates
  Cell type contributing the most total cell area after synthesis ........................ sky130_fd_sc_hd__a21oi_1
  Adder-Cell Fraction of Synth Area ........................ 0
  MUX area fraction ........................ 0.04592
  Warnings, synthesis ........................ 1
  Share of the yosys chip area belonging to registers ........................ 0
  Yosys top cell area share ........................ 0.08844
  Post-synthesis average cell area ........................ 6.131 um^2
  Netlist cell types ........................ 30
  Share of synthesized cell area in and-or and or-and compound cells ........................ 0.4881
  # Cells Yosys ........................ between 100 and 150
  Area contributors post-synth ........................ sky130_fd_sc_hd__a21oi_1 (8.8%), sky130_fd_sc_hd__o22ai_1 (8.5%), sky130_fd_sc_hd__nor2_1 (6.6%)

[Final timing]
  Number of hold violations in the final report ........................ 0
  Total Negative Setup Slacks ........................ 0 ns
  Worst-margin pin slew ........................ between 0.6 and 0.7 ns
  Setup repair after global routing missed its margin ........................ no
  Relative max-transition margin ........................ 0.5408
  Setup violations, final ........................ 0
  Period utilization ........................ 0.7950
  Final Max Tran Viols ........................ 0
  Period minus WS final ........................ about 4.8 ns
  Maximum clock rate ........................ roughly 0.21 GHz

[Floorplanning]
  Num ports ........................ 94
  Count of standard-cell rows ........................ 21
  Die Y ........................ approximately 80 um
  Die outline width ........................ approximately 80 um
  Init Core Util ........................ 0.2154
  Core area ........................ 3416 um^2
  Die Footprint ........................ 6400 um^2

[Drt]
  Post-DR wirelength/cell ........................ about 15 um
  Detailed Route WL ........................ between 3000 and 4000 um
  Remaining antenna violation count after routing ........................ 0
  Vias per cell ........................ 4.671
  DRC violation total after the first TritonRoute iteration ........................ ~85
  Diodes inserted ........................ 0
  Number of DRC violations after detailed routing ........................ 0
  Vias post-DR ........................ 1163
  First-pass DRT Iterations ........................ 4

[Setup path]
  Top cell family by delay on the critical path ........................ buffers and inverters
  CP Cell Sequence ........................ clkdlybuf4s50_1 -> buf_4 -> or3b_1 -> a21boi_2 -> o22a_1 -> clkdlybuf4s50_1
  Worst EP arrival ........................ 3.57 ns
  Max stage delay cell, worst path ........................ sky130_fd_sc_hd__or3b_1
  Worst path max stage delay ........................ just under 0.7 ns
  Most frequent CP cell ........................ sky130_fd_sc_hd__clkdlybuf4s50_1
  Class of the most critical setup path ........................ input pin to output port
  Maximum fanout encountered on the critical timing path ........................ 25
  Buffer-and-inverter tally for the worst setup path ........................ 3
  Crit end category ........................ output port
  Worst Setup Start Kind ........................ input pin
  Required time worst endpoint ........................ ~4.8 ns

[Layout]
  Seq cells ........................ 0
  Layout overhead on the synthesized area ........................ 128.4%
  Ratio of cells with drive above 1 in the final layout ........................ 0.07389
  Area of all sequential standard cells ........................ 0 um^2
  Final Core Density ........................ 0.4919
  Clock buffer instance count of the final layout ........................ 0

[GRT]
  Pin count of the biggest net entering global routing ........................ 30
  GRT Util Overall ........................ 0.1138
  Antenna violations before repair ........................ 0
  Vias in the first global route ........................ roughly 1200
  Residual overflow from global routing ........................ 0
  First-pass GRT wire length ........................ roughly 6100 um

[Power and ir drop]
  Switching power ........................ between 30 and 40 uW
  Power density over the cells ........................ 61.62 nW/um^2
  Static leakage ........................ 0.0006078 uW
  Switching portion of total power ........................ 0.3060
  Maximum resistive drop on vdd ........................ ~28 uV
  Clock share of power ........................ 0
  Part of the power in combinational logic ........................ 1.000
  Total internal power ........................ between 70 and 80 uW
  Proportion of power drawn by flip-flops and latches ........................ 0

[Run]
  Tally of max-capacitance violations ........................ 0
  Stage-log warning count ........................ 32

[Worst hold path]
  Min-delay worst type ........................ input pin to output port

[Place]
  Number of buffers inserted by port buffering ........................ approximately 94
  Post-DP HPWL ........................ ~3100 um
  Final weighted congestion of routability-driven global placement ........................ 0.7486

----------------------------------------------------
metal layers:
metal,vias up,share of wire,track usage
li1,613,-,-
met3,2,0.14,0.05455
met2,58,0.43,0.1774
met4,0,0.0062,0.005282
met1,490,0.43,0.1457
met5,-,0,0
cell type report:
class              instances  area, um^2
well taps                 46       57.56
inverters                  2       7.507
repair buffers            98       970.9
fillers                  350        1735
multi-input cells        103       644.4
power groups by stage:
stage | clock (uW) | combinational, uW | sequential, uW
6_report | 0 | 104 | 0
5_1_grt | 0 | 114 | 0
4_1_cts | 0 | 105 | 0
metrics by stage:
step	total power, uW	hold WS (ns)	cells	cell area (um^2)	setup WS, ns
5_1_grt	113.9	3.376	249	1680	1.086
3_5_place_dp	104.2	3.330	249	1680	1.214
3_3_place_gp	103.6	3.331	249	1680	1.275
2_1_floorplan	34.34	2.470	120	735.7	2.687
4_1_cts	104.8	3.337	249	1680	1.211
6_report	103.5	3.324	249	1680	1.230
cell usage in the layout, fill, tap and decap left out, types with 5 or more instances in the layout:
master                             n
sky130_fd_sc_hd__nand2_1           8
sky130_fd_sc_hd__nor2b_1           6
sky130_fd_sc_hd__o22ai_1          10
sky130_fd_sc_hd__a21oi_1          13
sky130_fd_sc_hd__nor2_1           13
sky130_fd_sc_hd__nand2b_1          5
sky130_fd_sc_hd__o21ai_0           9
sky130_fd_sc_hd__clkdlybuf4s50_1  94
path summary, 6_finish.rpt:
path | startpoint | to | slack (ns) | cells past startpoint
min | user_id[2] | NumOut2[2] | 3.32 | 4
max | Level[2] | NumOut1[2] | 1.23 | 6
Yosys cell counts:
library cell,instances
sky130_fd_sc_hd__a21bo_2,3
sky130_fd_sc_hd__a21boi_2,1
sky130_fd_sc_hd__a21oi_1,13
sky130_fd_sc_hd__a22oi_1,3
sky130_fd_sc_hd__a31oi_1,3
sky130_fd_sc_hd__a32oi_1,3
sky130_fd_sc_hd__and2_1,1
sky130_fd_sc_hd__and3_1,3
sky130_fd_sc_hd__and3b_1,1
sky130_fd_sc_hd__buf_1,1
sky130_fd_sc_hd__buf_2,4
sky130_fd_sc_hd__buf_4,2
sky130_fd_sc_hd__buf_6,2
sky130_fd_sc_hd__clkbuf_1,6
sky130_fd_sc_hd__inv_1,2
sky130_fd_sc_hd__mux2_2,3
sky130_fd_sc_hd__nand2_1,8
sky130_fd_sc_hd__nand2b_1,5
sky130_fd_sc_hd__nand3_1,2
sky130_fd_sc_hd__nand3b_1,1
sky130_fd_sc_hd__nor2_1,13
sky130_fd_sc_hd__nor2b_1,6
sky130_fd_sc_hd__o21ai_0,9
sky130_fd_sc_hd__o21bai_1,1
sky130_fd_sc_hd__o221ai_1,4
sky130_fd_sc_hd__o22a_1,4
sky130_fd_sc_hd__o22ai_1,10
sky130_fd_sc_hd__or3b_1,1
sky130_fd_sc_hd__or3b_2,4
sky130_fd_sc_hd__xor2_1,1
kinds of logic after synthesis:
logic type             count (synthesis)
AND-OR/OR-AND                         54
XOR/XNOR                               1
buffers and inverters                 17
multiplexers                           3
AND/OR/NAND/NOR                       45
Power figures rest on the tool's default switching activity, not on a simulated workload.
