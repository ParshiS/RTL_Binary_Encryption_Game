## design/flow/design.v

```verilog
module Digit(clk, rst, Binary_in, Binary_load, Borrow_disable, dec, Binary_out, Borrow_req, TimeOut);
	input clk, rst;
	input Binary_load, Borrow_disable, dec;
	input[3:0] Binary_in;
	output[3:0] Binary_out;
	output Borrow_req, TimeOut;
	reg[3:0] Binary_out;
	reg Borrow_req, TimeOut;
	always @(posedge clk)
		begin
		     if( rst == 0)
		    	 begin
			       Binary_out <= 0;
			       Borrow_req <= 0;
			       TimeOut <= 0;
			       Binary_out <= 0;
		    	 end
		     else
		    	 begin
			       if( Binary_load == 1 )
				  begin
					Borrow_req <= 0;
					TimeOut <= 0;
					if( Binary_in > 9 )
					    Binary_out <= 9;
					else
					     Binary_out <= Binary_in;
				  end
			       else
				  begin
				       if( dec == 1 )
					  begin
					       if( Binary_out == 0 )
						  begin
						       if( Borrow_disable == 0 )
							  begin
								Binary_out <= 9;
								TimeOut <= 0;
								Borrow_req <= 1;
							  end
						       else 
							  begin
								Borrow_req <= 0;
								Binary_out <= 0;
								TimeOut <= 1;
							  end
						  end
					       else
						  begin
						       if( Binary_out == 1 )
							   begin
								if( Borrow_disable == 1 )
								   begin 
									TimeOut <= 1;
									Borrow_req <= 0;
									Binary_out <= 0;
								   end
								else
								   begin 
									Binary_out <= Binary_out - 1;
									TimeOut <= 0;
									Borrow_req <= 0;
								   end
							   end
						       else
							   begin
								Binary_out <= Binary_out - 1;
								TimeOut <= 0;
								Borrow_req <= 0;
							   end
						  end  
					  end  
				       else
					  begin
						TimeOut <= TimeOut;
						Binary_out <= Binary_out;
						Borrow_req <= 0;	
						if( Borrow_disable == 1 && Binary_out == 0 )
						    begin
							Binary_out <= 0;
							TimeOut <= 1;
							Borrow_req <= 0;
						    end		
					  end  
				  end  
		    	 end  
		end  
endmodule
module digitTimer (clk, rst, Binary_Tens_in, Binary_Units_in, Timer_Load, dec, Binary_Tens_out, Binary_Units_out, TimeOut_Final);
	input clk, rst;
	input Timer_Load, dec;
	input [3:0] Binary_Tens_in, Binary_Units_in;
	output [3:0] Binary_Tens_out, Binary_Units_out;
	output TimeOut_Final;
	wire Borrow_req_Units, TimeOut_Tens, Borrow_req_Tens;
	Digit Digit_Units(clk, rst, Binary_Units_in, Timer_Load, TimeOut_Tens, dec, Binary_Units_out, Borrow_req_Units, TimeOut_Final);
	Digit Digit_Tens(clk, rst, Binary_Tens_in, Timer_Load, 1'b1, Borrow_req_Units, Binary_Tens_out, Borrow_req_Tens, TimeOut_Tens);
endmodule
```

## design/flow/run.sh

```bash
#!/bin/bash
# OpenROAD 26Q1-2900-gdf79404cd8, Yosys 0.63+post, stock flow scripts
make -C /OpenROAD-flow-scripts/flow DESIGN_CONFIG=/design/flow/config.mk WORK_HOME=/design/flow/orfs finish
```

## design/flow/config.mk

```make
export PLATFORM = sky130hd
export DESIGN_NAME = digitTimer
export DESIGN_NICKNAME = digitTimer
export VERILOG_FILES = /design/flow/design.v
export SDC_FILE = /design/flow/constraint.sdc
export NUM_CORES = 4
export LEC_CHECK = 1
export CORE_AREA = 10 10 86 86
export DIE_AREA = 0 0 96 96
```

## design/flow/constraint.sdc

```tcl
current_design digitTimer

set clk_period 2.9
set clk_io_pct 0.2

create_clock -name clk0 -period $clk_period [get_ports {clk}]

set non_clock_inputs [all_inputs -no_clocks]
set_input_delay [expr $clk_period * $clk_io_pct] -clock clk0 $non_clock_inputs
set_output_delay [expr $clk_period * $clk_io_pct] -clock clk0 [all_outputs]
```

==> results.cfg <==
; yosys + openroad results
[routing]
dr.pass1.iters = 4
drtIter0Drc = 26
wire_per_inst_um = 11.0
vias_per_cell = 4.02
remaining_drc_errors = 0
diodes = 0
vias = 735
wl_um = 2020
ant_nets = 0

[finish]
area.combinational_sq_um = 470
drive_gt1_frac = 0.0811
num-fill-cells = 632
area_growth_pct = 44.5
seq_area_sq_um = 220

[floorplan]
dieArea_sq_mm = 0.00922
io_pins = 21
core_sq_mm = 0.00554
die_x_um = 96
die_h_um = 96
initCoreUtil = 0.132
rows = 27

[synthesis]
async_flop_share = 0
synth_warnings = 1
edf_count = 0
synth_cell_types = 34
ys.flops = 11
syn-instance-count = 89
ys_cells = 89
syn_area_sq_um = 731
ys_seq_share = 0.301
ys.flop_type = dfxtp_1
ys_chip_area_sq_um = 731
syn_area_per_cell_sq_um = 8.21

[final_timing]
max_freq_ghz = 0.508
tns_ps = 0
fin_crit_sh = 0.679
drv_slew = 0
rsz0062_at_grt = no
hold_viol_final = 0
tightest_slew_ps = 483
relSlewSlack = 0.677
fin_skew_ps = 3.78
setup_viol = 0
worst_slack_ps = 932
fin_crit_ps = 1970

[place]
hpwl_um = 1560
portBuffers = 20
gp_congestion = 0.845
dp_worst_setup_slack_ps = 678

[setup_path]
critical_path_required_ps = 3060
worst_ep_arrival_time_ps = 2130
start_kind = primary input
path_max_fanout = 14
cp-end-kind = register
path_class = primary input to register

[global_route]
grt_overflow = 0
grt_max_degree = 15
grt_pass1_vias = 652
grt_pass1_wl_um = 3190
track_usage = 0.0436
antenna_found_initial = 0

[clocking]
cts_setup_buffers = 0
cts_buffers = 3
root_buffer = clkbuf_8
cts_hold_buf = 0
cts_resized = 0
cts_htree_levels = 1
cts_sinks = 11
clockBufferDepth = 2
clock.latency.late_pin_ps = 240
path_clk_slew_ps = 50
cts_tree = done

[hold_path]
min_path_type = register to register

[power]
powerDensity_mw_per_mm2 = 426
p_leak_nw = 0.352
vdd.ir_drop.worst_uv = 228

[job]
log.warning_count = 27
cap_viol_max_count = 0

[outcome]
outcome = completed
[final cells by class]
cell class / instances / share of cell area
multi-input combinational: 68 / 0.445
sequential: 11 / 0.209
timing repair buffer: 20 / 0.190
tap: 72 / 0.0853
clock buffer: 4 / 0.0427
inverter: 8 / 0.0284
[stage by stage]
| stage | cell area, sq um | utilization | hold WS [ps] | std cells | total power, W |
|---|---|---|---|---|---|
| global placement | 1010 | 0.182 | 557 | 179 | 0.000295 |
| detailed placement | 1010 | 0.182 | 558 | 179 | 0.000294 |
| floorplan | 731 | - | 516 | 89 | 0.000243 |
| global route | 1060 | 0.191 | 601 | 183 | 0.000479 |
| CTS | 1060 | 0.191 | 566 | 183 | 0.000453 |
| finish | 1060 | 0.191 | 566 | 183 | 0.000450 |
[cells by family after synthesis]
group | count (synthesis) | share of synthesized area
flip-flops | 11 | 0.301
AND-OR/OR-AND | 30 | 0.308
AND/OR/NAND/NOR | 34 | 0.267
adder cells (fa/ha/maj) | 4 | 0.0685
buffers and inverters | 10 | 0.0548
[layer usage]
layer / wire (um) / track usage / up-vias
li1: - / - / 377
met1: 1070 / 0.0680 / 332
met4: 14 / 0.00369 / 0
met5: 0 / 0 / -
met2: 689 / 0.0510 / 24
met3: 245 / 0.0244 / 2
[flip-flops by register name (all words and copies together), names as in the netlist]
| name | cells |
|---|---|
| Digit_Units.Borrow_req | 1 |
| Digit_Tens.TimeOut | 1 |
| Digit_Units.TimeOut | 1 |
| Digit_Units.Binary_out | 4 |
| Digit_Tens.Binary_out | 4 |
[critical path, cell delays in order]
cell,delay (ps)
clkdlybuf4s50_1,770
nor2b_1,300
and2_1,180
nor3_1,60
nor4_2,240
[Yosys cell counts (2+ instances only)]
library cell   n  area [sq um]
or3_1          2          12.5
a31oi_1        3          18.8
a211oi_1       3          22.5
o21ai_0        3          15.0
dfxtp_1       11           220
ha_1           4          50.1
inv_1          8          30.0
nor3_1         7          35.0
a21oi_1        8          40.0
buf_2          2          10.0
nand2_1        4          15.0
or2_2          2          12.5
a221oi_1       2          17.5
nor2b_1        4          25.0
nor2_1         4          15.0
nand2b_1       4          25.0
[cell usage in the layout, fill, tap and decap left out, drive strengths merged, types with 2 or more instances in the layout]
master | netlist | final
a211oi | 3 | 3
a21oi | 8 | 8
a221oi | 2 | 2
a311oi | 2 | 2
a31oi | 3 | 3
clkbuf | 0 | 4
clkdlybuf4s50 | 0 | 20
dfxtp | 11 | 11
ha | 4 | 4
inv | 8 | 8
nand2 | 4 | 4
nand2b | 4 | 4
nor2 | 5 | 5
nor2b | 4 | 4
nor3 | 7 | 7
nor4 | 2 | 2
o21ai | 3 | 3
or2 | 2 | 2
or3 | 2 | 2
[worst paths after layout]
| check | start | depth (start not counted) | slack [ps] | endpoint |
|---|---|---|---|---|
| setup / recovery | Timer_Load | 5 | 930 | Digit_Units.Binary_out[2] |
| hold / removal | Digit_Tens.Binary_out[1] | 2 | 570 | Digit_Tens.Binary_out[1] |
| setup reg to reg | Digit_Units.Binary_out[0] | 6 | 1220 | Digit_Units.Binary_out[2] |
| hold reg to reg | Digit_Tens.Binary_out[1] | 2 | 570 | Digit_Tens.Binary_out[1] |
[power breakdown]
part / total (W) / switching (W) / internal [W] / leakage (nW)
registers: 0.000179 / 0.0000170 / 0.000162 / 0.0904
clock network: 0.000158 / 0.0000616 / 0.0000968 / 0.0228
logic: 0.000113 / 0.0000517 / 0.0000611 / 0.239
total: 0.000450 / 0.000130 / 0.000320 / 0.352
Power and IR drop assume default switching activity.
